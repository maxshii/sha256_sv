===== /design/flow/design.v =====
module simplified_sha256 #(parameter integer NUM_OF_WORDS = 40)(
 input logic  clk, rst_n, start,
 input logic  [15:0] input_addr, hash_addr,
 output logic done, memory_clk, memory_we,
 output logic [15:0] memory_addr,
 output logic [31:0] memory_write_data,
 input logic [31:0] memory_read_data);
enum logic [2:0] {IDLE, WAIT, BLOCK, PAD, COMPUTE, WRITE}  next_state;
parameter integer SIZE = NUM_OF_WORDS*32; 
logic [31:0] w[16];
logic [31:0] message[16];
logic [31:0] wt;
logic [31:0] hash[8];  
logic [31:0] A, B, C, D, E, F, G, H;
logic [31:0] a,b,c,d,e,f,g,h;
logic [6:0] i;
logic [NUM_OF_WORDS/16+1:0] count;
logic [15:0] offset;  
logic [ 7:0] num_blocks;
logic        enable_write;
logic [15:0] present_addr;
logic [31:0] present_write_data;
logic [31:0] paddedBits;
parameter int k[0:63] = '{
   32'h428a2f98,32'h71374491,32'hb5c0fbcf,32'he9b5dba5,32'h3956c25b,32'h59f111f1,32'h923f82a4,32'hab1c5ed5,
   32'hd807aa98,32'h12835b01,32'h243185be,32'h550c7dc3,32'h72be5d74,32'h80deb1fe,32'h9bdc06a7,32'hc19bf174,
   32'he49b69c1,32'hefbe4786,32'h0fc19dc6,32'h240ca1cc,32'h2de92c6f,32'h4a7484aa,32'h5cb0a9dc,32'h76f988da,
   32'h983e5152,32'ha831c66d,32'hb00327c8,32'hbf597fc7,32'hc6e00bf3,32'hd5a79147,32'h06ca6351,32'h14292967,
   32'h27b70a85,32'h2e1b2138,32'h4d2c6dfc,32'h53380d13,32'h650a7354,32'h766a0abb,32'h81c2c92e,32'h92722c85,
   32'ha2bfe8a1,32'ha81a664b,32'hc24b8b70,32'hc76c51a3,32'hd192e819,32'hd6990624,32'hf40e3585,32'h106aa070,
   32'h19a4c116,32'h1e376c08,32'h2748774c,32'h34b0bcb5,32'h391c0cb3,32'h4ed8aa4a,32'h5b9cca4f,32'h682e6ff3,
   32'h748f82ee,32'h78a5636f,32'h84c87814,32'h8cc70208,32'h90befffa,32'ha4506ceb,32'hbef9a3f7,32'hc67178f2
};
assign memory_clk = clk;
assign memory_addr = present_addr + offset;
assign memory_we = enable_write;
assign memory_write_data = present_write_data;
assign num_blocks = determine_num_blocks(NUM_OF_WORDS); 
function automatic logic [15:0] determine_num_blocks(input logic [31:0] size);
  logic [31:0] bit_length = size * 32 + 65;
  if (bit_length % 512)
		determine_num_blocks = bit_length / 512 + 1;
  else
		determine_num_blocks = bit_length / 512;
endfunction
function automatic logic [255:0] sha256_op(input logic [31:0] a, b, c, d, e, f, g, h, w,
                                 input logic [7:0] t);
    logic [31:0] S1, S0, ch, maj, t1, t2;  
	begin
		 S0 = ror(a, 2) ^ ror(a, 13) ^ ror(a, 22);
		 maj = (a & b) ^ (a & c) ^ (b & c);
		 t2 = S0 + maj;
		 S1 = ror(e, 6) ^ ror(e, 11) ^ ror(e, 25);
		 ch = (e & f) ^ ((~e) & g);
		 t1 = h + S1 + ch + k[t] + w;
		 sha256_op = {t1 + t2, a, b, c, d + t1, e, f, g};
	end
endfunction
always_comb begin
	logic [31:0] s1, s0;
			if(i < 16) begin
				wt = message[i];
			end
			else begin
				s0 = ror(w[1], 7) ^ ror(w[1], 18) ^ (w[1] >> 3);
				s1 = ror(w[14], 17) ^ ror(w[14], 19) ^ (w[14] >> 10);
				wt = w[0] + s0 + w[9] + s1;
			end
	{a,b,c,d,e,f,g,h} = sha256_op(A, B, C, D, E, F, G, H, wt, i);
end
always_comb begin
	if(memory_addr - input_addr == NUM_OF_WORDS + 1)
		paddedBits = 32'h80000000;
	else if(count == num_blocks-1 && i == 15) 
		paddedBits = SIZE;
	else
		paddedBits = 32'h00000000;
end
function logic [31:0] ror(input logic [31:0] in,
                                  input logic [7:0] s);
begin
   ror = (in >> s) | (in << (32 - s));
end
endfunction
always_ff @(posedge clk, negedge rst_n) begin
  if (!rst_n) begin
		enable_write <= 0;
		present_write_data <= 0;
		present_addr <= 0;
		offset <= 0;
		next_state <= IDLE;
  end
  else begin 
	  case (next_state)
		IDLE: begin 
			if(start) begin 
				hash[0] <= 32'h6a09e667; 
				hash[1] <= 32'hbb67ae85; 
				hash[2] <= 32'h3c6ef372;
				hash[3] <= 32'ha54ff53a;
				hash[4] <= 32'h510e527f;
				hash[5] <= 32'h9b05688c;
				hash[6] <= 32'h1f83d9ab;
				hash[7] <= 32'h5be0cd19;
				A <= 32'h6a09e667; 
				B <= 32'hbb67ae85; 
				C <= 32'h3c6ef372;
				D <= 32'ha54ff53a;
				E <= 32'h510e527f;
				F <= 32'h9b05688c;
				G <= 32'h1f83d9ab;
				H <= 32'h5be0cd19;
				i <= 0;
				count <= 0;
				offset <= 0;
				present_addr <= input_addr;
				next_state <= WAIT;
		   end
		end
		WAIT: begin
			next_state <= BLOCK;
			offset <= offset+1;
		end
		BLOCK: begin
			if((memory_addr - input_addr > NUM_OF_WORDS)) begin				
					next_state <= PAD;
				end	
			else if(i < 16) begin
					message[i] <= memory_read_data;
					offset <= offset + 1;
					next_state <= BLOCK;
					i <= i + 1;
			end
			else begin
				A <= hash[0];
				B <= hash[1];
				C <= hash[2];
				D <= hash[3];
				E <= hash[4];
				F <= hash[5];
				G <= hash[6];
				H <= hash[7];
				i <= 0;
				next_state <= COMPUTE;
			end
		end
		PAD: begin
				if(i == 15) begin
					message[i] <= paddedBits;
					next_state <= COMPUTE;
					i <= 0;
					A <= hash[0];
					B <= hash[1];
					C <= hash[2];
					D <= hash[3];
					E <= hash[4];
					F <= hash[5];
					G <= hash[6];
					H <= hash[7];
				end
				else begin
					message[i] <= paddedBits;
					next_state <= PAD;
					i <= i + 1;
					offset <= offset + 1;
				end
		end
		COMPUTE: begin
			if(i == 64) begin  
				count <= count + 1;
				hash[0] <= hash[0] + A;
				hash[1] <= hash[1] + B;
				hash[2] <=	hash[2] + C;
				hash[3] <=	hash[3] + D;
				hash[4] <= hash[4] + E;
				hash[5] <= hash[5] + F;
				hash[6] <= hash[6] + G;
				hash[7] <= hash[7] + H;
				if(count == num_blocks-1) begin			 
					offset <= 0;
					enable_write <= 1;
					present_addr <= hash_addr-1;
					next_state <= WRITE;
				end
				else begin  
					offset <= offset-1;
					i <= 0;
					next_state <= WAIT;
				end
			end
			else begin
				A <= a;
				B <= b;
				C <= c;
				D <= d;
				E <= e;
				F <= f;
				G <= g;
				H <= h;
				for(int n = 0; n<15; n++) begin
					w[n] <= w[n+1];
				end
				w[15] <= wt;
				i <= i+1;
				next_state<= COMPUTE;
			end
		end
		WRITE: begin
				if(offset == 8) begin  
					enable_write <= 0;
					next_state <= IDLE;
				end
				else begin
					offset <= offset+1;
					present_write_data <= hash[offset];
					next_state <= WRITE;
				end
		end
      endcase
	end
end
assign done = (next_state == IDLE);
endmodule

===== /design/flow/run.sh =====
#!/bin/bash
# OpenROAD 26Q1-2900-gdf79404cd8, Yosys 0.63+post, stock flow scripts
make -C /OpenROAD-flow-scripts/flow DESIGN_CONFIG=/design/flow/config.mk WORK_HOME=/design/flow/orfs finish

===== /design/flow/config.mk =====
export PLATFORM = sky130hd
export DESIGN_NAME = simplified_sha256
export DESIGN_NICKNAME = simplified_sha256
export VERILOG_FILES = /design/flow/design.v
export SDC_FILE = /design/flow/constraint.sdc
export NUM_CORES = 4
export LEC_CHECK = 1
export CORE_UTILIZATION = 50
export SYNTH_HDL_FRONTEND = slang

===== /design/flow/constraint.sdc =====
current_design simplified_sha256

set clk_period 74.1
set clk_io_pct 0.2

create_clock -name clk0 -period $clk_period [get_ports {clk}]

set non_clock_inputs [all_inputs -no_clocks]
set_input_delay [expr $clk_period * $clk_io_pct] -clock clk0 $non_clock_inputs
set_output_delay [expr $clk_period * $clk_io_pct] -clock clk0 [all_outputs]

==> out/results.ini <==
[synthesis]
yosys.stat.seqShare_pct = 53.7
main_logic_family_after_synthesis = AND-OR/OR-AND gates
synthDominantCellAreaShare_pct = 51.7
synth_simple_gate_area_share_pct = 7.71
summed_instance_area_of_the_synthesized_netlist_um2 = 89900
edf_count = 1547
synth_async_reset_ratio_pct = 4.38
synth_compound_gate_area_share_pct = 12.2
synthDominantAreaCellType = edfxtp_1
synth_warnings = 0
synth_adder_area_share_pct = 10.7
post_synth_xor_area_fraction_pct = 5.81
netlist-cell-type-count = 112
postSynthAreaPerCell_um2 = 12.6
netlist_instances = 7149
primary_ff_master_synth = edfxtp_1
synth_flops = 1622
synth-area-yosys_um2 = 89900
synth_stat.cells = 7149
synth.mux.area_fraction_pct = 6.59
area_leaders = edfxtp_1 52%, ha_1 6.1%, mux4_2 5.7%

[worst_setup_path]
r2r-start = w[1][213]
crit_slowest_cell = clkdlybuf4s50_1
crit_path_frequent_cell = clkbuf_16
arrival_ns = 37.69
worst-setup-path-type = clock port to output pin
critical_path.cell_chain = clkbuf_16, clkbuf_16, clkdlybuf4s50_1
worst_path_largest_cell_delay_ns = 0.39
worst-r2r-cell-count = 44
crit_path_start = clk
crit_path_max_fanout = 2
timing.critical_path.required_ns = 59.28
worst_setup_path_end_kind = output pin
setup.worst_path.start_class = clock port

[die]
dieHeight_um = 426
core_region_area_um2 = 179000
io_pins = 118
floorplan.initialDensity_pct = 50.3
die-area_um2 = 182000
chip_width_um = 426
rows = 155

[detailed_routing]
post_drt_via_cell_ratio = 5.94
met3WireLength_mm = 34.7
drt-total-wl_mm = 260
antenna_left = 0
wl_met2_mm = 110
drtPass1Iterations = 5
route.layer.met1.wl_mm = 108
wl_per_cell_um = 26.6
route.detailed.drc = 0
dr.first_iter.drc_count = 4598
top_signal_layer_used = met5
via_count = 58100

[grt]
globalRouteTotalUtil_pct = 31.7
antenna_found_initial = 2
wire_length_of_the_first_global_routing_pass_mm = 385
grt_start_max_net_pins = 140
grt_pass1_vias = 57900
grt_remaining_overflow = 0

[placement]
gp_routability_congestion = 0.996
numPortBuffers = 117
preCtsSetupSlack_ns = 21.86
place.detailed.hpwl_mm = 187

[worst_hold_path]
min-delay-start = w[1][234]
min_path_type = flop to flop
hold_path_depth = 0

[cts]
clkTransAtPathRegs_ns = 0.07
cts_resized = 0
cts_hold_repair.buffers = 0
tritoncts = yes
post_cts.repair.setup_buffers = 0
worst_skew_pair_later_pin_latency_ns = 0.95

[cells_and_area]
mostFrequentLayoutCell = edfxtp_1
post_route_cells_drive_above_1_share_pct = 10.3
final_layout_top_logic_cells = 1,547 x edfxtp_1, 600 x nand2_1, 473 x inv_1
area_delta_synth_final_pct = 11.4
leading_registers_by_flop_count = message (512), w (512), hash (256)
filler_cell_count = 14300

[final_timing]
worst-slew-pin-transition_ns = 0.973
finalSetupViolCount = 0
timing.final.max_slew_violations = 0
hold_violations = 0
setup_ws_ns = 21.59
setup-tns-final_ns = 0
final.setup_skew_ns = 0.0483
slew_headroom_pct = 34.6
rsz0062_at_grt = false

[job]
drv_cap = 0
tool_warnings = 56

[run_status]
run_status = complete, no violations

[logic make-up after synthesis]
logic type	after synthesis
fa+ha+maj	651
flops	1622
simple gates	1523
buf+inv	791
compound gates	1666
xor+xnor	592
mux	304
[metrics by stage]
step	instance area (um^2)	utilization, %	hold slack [ns]	instances
after floorplan	89900	-	0.400	7149
after global placement	94100	52.7	0.400	9442
after detailed placement	94100	52.7	0.405	9442
after CTS	100000	56.1	0.406	9771
after global routing	100000	56.1	0.412	9771
final	100000	56.1	0.407	9772
[cell type report]
| class | instances | area (um^2) | area share (%) |
|---|---|---|---|
| tap | 2355 | 2950 | 2.94 |
| inverter | 475 | 1780 | 1.78 |
| sequential | 1622 | 48300 | 48.3 |
| timing repair buffer | 253 | 2220 | 2.22 |
| antenna | 1 | 2.50 | 0.00250 |
| multi-input combinational | 4736 | 38800 | 38.8 |
| clock buffer | 222 | 4820 | 4.82 |
| clock inverter | 108 | 1210 | 1.21 |
[cells in the mapped netlist, drive strengths merged, types with 11 or more instances]
cell	count
a21oi	394
buf	54
nor3b	16
maj3	18
xor2	200
a21boi	19
o21a	64
mux4	226
a2111oi	11
nand4	23
or3	35
a22o	91
o211ai	39
a31oi	56
o31ai	32
a21o	197
clkbuf	262
edfxtp	1547
o31a	12
nand3	82
nor2	382
a311oi	17
a22oi	114
and2	55
nand2	604
mux2i	44
o21bai	48
a211o	14
or2	16
nor4	21
o22ai	13
and3	34
nand2b	78
fa	198
ha	435
o21ai	396
inv	474
dfrtp	70
a211oi	53
mux2	34
nor2b	58
xnor2	391
nor3	97
[path summary, 6_finish.rpt]
path | to | slack [ns]
min | w[1][202] | 0.41
min reg2reg | w[1][202] | 0.41
min in group asynchronous | offset[4] | 13.91
max in group asynchronous | memory_write_data[17] | 59.17
max | memory_clk | 21.59
max reg2reg | A[31] | 62.44
[per-layer routing]
layer / track usage [%] / vias to the layer above
met5: 0.0529 / -
met4: 6.69 / 2
met3: 16.6 / 330
met2: 41.5 / 2540
met1: 51.6 / 28400
li1: - / 26800
[worst max-delay path, delay by kind of cell]
| family | cells | cell delay (ns) |
|---|---|---|
| buffers and inverters | 3 | 0.64 |
